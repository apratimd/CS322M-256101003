## design/flow/config.mk

```make
export PLATFORM = sky130hd
export DESIGN_NAME = vending_mealy
export DESIGN_NICKNAME = vending_mealy
export VERILOG_FILES = /design/flow/design.v
export SDC_FILE = /design/flow/constraint.sdc
export NUM_CORES = 4
export LEC_CHECK = 1
export CORE_AREA = 10 10 70 70
export DIE_AREA = 0 0 80 80
```

## design/flow/constraint.sdc

```tcl
current_design vending_mealy

set clk_period 1.4
set clk_io_pct 0.2

create_clock -name clk0 -period $clk_period [get_ports {clk}]

set non_clock_inputs [all_inputs -no_clocks]
set_input_delay [expr $clk_period * $clk_io_pct] -clock clk0 $non_clock_inputs
set_output_delay [expr $clk_period * $clk_io_pct] -clock clk0 [all_outputs]
```

## design/flow/design.v

```verilog
`timescale 1ns/1ps
module vending_mealy(
    input  wire       clk,
    input  wire       rst,         
    input  wire [1:0] coin,        
    output reg        dispense,    
    output reg        chg5         
);
    localparam S0  = 2'd0;
    localparam S5  = 2'd1;
    localparam S10 = 2'd2;
    localparam S15 = 2'd3;
    reg [1:0] state, next;
    always @* begin
        next     = state;
        dispense = 1'b0;
        chg5     = 1'b0;
        case (state)
            S0: begin
                case (coin)
                    2'b01: next = S5;     
                    2'b10: next = S10;    
                    default: next = S0;   
                endcase
            end
            S5: begin
                case (coin)
                    2'b01: next = S10;    
                    2'b10: next = S15;    
                    default: next = S5;
                endcase
            end
            S10: begin
                case (coin)
                    2'b01: next = S15;    
                    2'b10: begin          
                        dispense = 1'b1;
                        next     = S0;     
                    end
                    default: next = S10;
                endcase
            end
            S15: begin
                case (coin)
                    2'b01: begin          
                        dispense = 1'b1;
                        next     = S0;
                    end
                    2'b10: begin          
                        dispense = 1'b1;
                        chg5     = 1'b1;
                        next     = S0;
                    end
                    default: next = S15;
                endcase
            end
        endcase
    end
    always @(posedge clk) begin
        if (rst) state <= S0;
        else     state <= next;
    end
endmodule
```

## design/flow/run.sh

```bash
#!/bin/bash
# OpenROAD 26Q1-2900-gdf79404cd8, Yosys 0.63+post, stock flow scripts
make -C /OpenROAD-flow-scripts/flow DESIGN_CONFIG=/design/flow/config.mk WORK_HOME=/design/flow/orfs finish
```

==> tab_implementation.tex <==
% Yosys + OpenROAD metrics
\begin{tabular}{lr}
\hline
Metric & Value \\
\hline
\multicolumn{2}{l}{\textbf{Placed design}} \\
\quad Port bufs & 5 \\
\quad Routability congestion estimate from global placement & between 0.7 and 0.8 \\
\quad Worst setup slack before clock tree synthesis & -624 ps \\
\multicolumn{2}{l}{\textbf{Global routing}} \\
\quad Global-route track usage on met3 & 0.0227 \\
\quad Global route hottest layer & met2 \\
\quad Via count of the first global-routing pass & 225 \\
\quad Remaining global-route overflow & 0 \\
\quad Met2 Use GR & 0.0257 \\
\quad Number of antenna violations at the first check in global routing & 0 \\
\quad Global routing usage on met1 & 0.0226 \\
\quad Gr usage total & 0.0204 \\
\quad Pin count of the biggest net entering global routing & 6 \\
\quad Global-route wire length before repair & between 900 and 1000 um \\
\multicolumn{2}{l}{\textbf{Clock tree}} \\
\quad Clock latency on the worst-skew pair & around 240 ps \\
\quad Hold-fix buffers at CTS & 0 \\
\quad Depth of the CTS H-tree & 1 \\
\quad Cell chosen for the clock root & clkbuf\_4 \\
\quad Clock-pin slew on the worst setup and hold paths & 30 ps \\
\quad Number of buffers created by CTS & 3 \\
\quad TritonCTS clock tree & yes \\
\quad Longest Clk Path Bufs & 2 \\
\quad Total number of clock tree sinks & 4 \\
\multicolumn{2}{l}{\textbf{Synth}} \\
\quad Average size of a mapped cell & 8.98 um2 \\
\quad Xor and xnor fraction of the mapped netlist area & 0 \\
\quad Area fraction in full adders, half adders and majority gates & 0.121 \\
\quad Register share after synthesis & 0.388 \\
\quad Area of the mapped netlist & 206 um2 \\
\quad Cell count in the Yosys report & 23 \\
\quad Post-Synth AOI/OAI Area & 0.200 \\
\quad Largest combinational cell category by area & simple AND/OR/NAND/NOR gates \\
\quad Yosys Warn Count & 1 \\
\quad Post-synthesis cell type count & 12 \\
\quad FF+latch count, synth & 4 \\
\quad Yosys stat chip area & 206 um2 \\
\quad Area fraction in and, or, nand and nor cells & 0.218 \\
\quad Gate Count Post-Synth & 23 \\
\quad Portion of netlist area occupied by mux cells & 0 \\
\multicolumn{2}{l}{\textbf{Route}} \\
\quad Final wirelength & 554 um \\
\quad DRC marker count from the first detailed-route iteration & 25 \\
\quad DRT antenna net count & 0 \\
\quad Wire length per cell after detailed routing & between 6 and 7 um \\
\quad Detailed Routing Iterations Pass 1 & 4 \\
\quad Total antenna diodes in the routed design & 0 \\
\quad Avg Vias per Cell & around 2.6 \\
\quad Total DRC errors in the routed layout & 0 \\
\quad Overall via count from detail\_route & 210 \\
\multicolumn{2}{l}{\textbf{Setup path}} \\
\quad Arrival time of the worst setup path & 1030 ps \\
\quad Slowest-stage cell, CP & dlygate4sd2\_1 \\
\quad Critical path class & input pin to output port \\
\quad Critical Path Max Stage Delay & 230 ps \\
\quad Series of cell instances along the critical path & buf\_2 -> ha\_4 -> buf\_4 -> nand2\_2 -> o21ai\_2 -> dlygate4sd2\_1 \\
\quad Worst Setup Start Kind & input pin \\
\quad Largest fanout on the critical path & 2 \\
\quad Required time of the critical path & 1120 ps \\
\quad Critical path endpoint category & output port \\
\multicolumn{2}{l}{\textbf{Floorplanning}} \\
\quad Die outline width & around 80 um \\
\quad I/O pin cnt & 6 \\
\quad Core area & 0.00342 mm2 \\
\quad Die y size & 80 um \\
\quad Chip Area & 0.00640 mm2 \\
\quad Placement row count & 21 \\
\quad Floorplan core density & 0.0604 \\
\multicolumn{2}{l}{\textbf{Timing}} \\
\quad Setup clock skew after layout & 5.76 ps \\
\quad Maximum clock frequency & 766 MHz \\
\quad Final Max Slew Viols & 0 \\
\quad Worst-case setup margin in the final layout & 94.4 ps \\
\quad Hold Worst Slack & 494 ps \\
\quad Relative max-transition margin & 0.825 \\
\quad Least-Margin Pin Slew & 262 ps \\
\quad Count of endpoints failing setup in the final report & 0 \\
\quad Time the worst path needs with I/O delays and setup & 1310 ps \\
\quad Hold Violations, Final & 0 \\
\quad Final worst-path cycle share & 0.933 \\
\quad RSZ-0062 raised after global routing & false \\
\multicolumn{2}{l}{\textbf{Cells and area}} \\
\quad Most numerous logic cell after layout & buf\_4 \\
\quad Top register by number of flip-flops & state \\
\quad Area growth, synth to finish & 84.2\% \\
\quad Fraction of layout instances using a drive strength above 1 & 0.417 \\
\quad Flip-flop count of the largest register, all copies and words added & 4 \\
\quad Most common logic cells in the final layout & buf\_4 (5), dfxtp\_1 (4), inv\_1 (3), or3b\_1 (3), clkbuf\_4 (3) \\
\quad Registers with the most flip-flops & state (4) \\
\multicolumn{2}{l}{\textbf{Flow run}} \\
\quad Maximum Capacitance Violations & 0 \\
\quad Tool warnings & 26 \\
\multicolumn{2}{l}{\textbf{Status}} \\
\quad Result of the run & finished, final reports clean \\
\multicolumn{2}{l}{\textbf{Power and ir drop}} \\
\quad IR Drop Worst-Case VDD & around 180 uV \\
\quad Power density cells & 856 mW/mm2 \\
\quad LEAKAGE & about 0.00016 uW \\
\multicolumn{2}{l}{\textbf{Min path}} \\
\quad Path category of the worst min-delay check & register to register \\
\hline
\end{tabular}
cells in the mapped netlist:
| cell | number | share of area |
|---|---|---|
| nand2_1 | 2 | 0.036 |
| a22oi_1 | 1 | 0.036 |
| nor2_1 | 1 | 0.018 |
| o21ai_0 | 1 | 0.024 |
| dfxtp_1 | 4 | 0.39 |
| o2111ai_1 | 1 | 0.042 |
| a222oi_1 | 1 | 0.048 |
| inv_1 | 4 | 0.073 |
| or3b_1 | 3 | 0.13 |
| a21oi_1 | 2 | 0.048 |
| ha_1 | 2 | 0.12 |
| and2_2 | 1 | 0.036 |
worst paths after layout:
path | startpoint | endpoint | slack [ps] | cells after the start
setup reg to reg | state[2] | state[2] | 470 | 2
setup / recovery | coin[1] | dispense | 90 | 6
hold reg to reg | state[0] | state[2] | 490 | 2
hold / removal | state[0] | state[2] | 490 | 2
cell type report:
cell class                 instances  area, um2
timing repair buffer              10       75.1
clock buffer                       3       22.5
fill                             399       3040
inverter                           4       15.0
multi-input combinational         15        130
tap                               46       57.6
sequential                         4       80.1
metrics by stage:
| step | utilization | instances | total power, uW | cell area (um2) | setup TNS, ps |
|---|---|---|---|---|---|
| after CTS | 0.113 | 82 | 333 | 387 | 0 |
| after detailed placement | 0.101 | 78 | 179 | 344 | -2450 |
| after floorplan | - | 23 | 150 | 206 | 0 |
| final | 0.111 | 82 | 326 | 380 | 0 |
| after global placement | 0.101 | 78 | 177 | 344 | -2360 |
| after global routing | 0.111 | 82 | 351 | 380 | 0 |
what timing repair did:
item                                    in CTS  in global routing
gates resized                               14                  1
endpoints found under the setup margin       6                  1
gates cloned                                 0                  0
setup buffers                                1                  0
pin swaps                                    2                  0
kinds of logic (layout without fill, tap and decap cells):
logic type,count (synthesis),count (layout)
adders and majority gates,2,2
buffers and inverters,4,17
DFF,4,4
and+or+nand+nor,7,7
AOI/OAI and AO/OA,6,6
per-layer routing:
metal | vias to the layer above | share of wire | wire, um
met5 | - | 0 | 0
met4 | 0 | 0 | 0
met3 | 0 | 0.16 | 89
met2 | 10 | 0.34 | 191
met1 | 91 | 0.49 | 273
li1 | 109 | - | -
worst max-delay path: cells and delay by family:
| kind | cells | cell delay (ps) |
|---|---|---|
| and+or+nand+nor | 1 | 60 |
| AOI/OAI and AO/OA | 1 | 50 |
| buffers and inverters | 3 | 480 |
| adders and majority gates | 1 | 150 |
power by group:
part,internal [uW],total [uW],leakage [uW],switching [uW]
registers,122,128,0.0000329,5.68
clock network,95.8,143,0.0000138,47.2
logic,32.3,54.7,0.000112,22.4
total,250,326,0.000159,75.3
Power is estimated from default activity; no workload was simulated.
