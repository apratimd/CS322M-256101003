File: flow/config.mk
export PLATFORM = sky130hd
export DESIGN_NAME = traffic_light
export DESIGN_NICKNAME = traffic_light
export VERILOG_FILES = /design/flow/design.v
export SDC_FILE = /design/flow/constraint.sdc
export NUM_CORES = 4
export LEC_CHECK = 1
export CORE_AREA = 10 10 80 80
export DIE_AREA = 0 0 90 90
File: flow/constraint.sdc
current_design traffic_light

set clk_period 2.5
set clk_io_pct 0.2

create_clock -name clk0 -period $clk_period [get_ports {clk}]

set non_clock_inputs [all_inputs -no_clocks]
set_input_delay [expr $clk_period * $clk_io_pct] -clock clk0 $non_clock_inputs
set_output_delay [expr $clk_period * $clk_io_pct] -clock clk0 [all_outputs]
File: flow/design.v
module traffic_light #(
    parameter integer NS_G_TICKS = 5,
    parameter integer NS_Y_TICKS = 2,
    parameter integer EW_G_TICKS = 5,
    parameter integer EW_Y_TICKS = 2
)(
    input  wire clk,    
    input  wire rst,    
    input  wire tick,   
    output reg  ns_g,   
    output reg  ns_y,   
    output reg  ns_r,   
    output reg  ew_g,   
    output reg  ew_y,   
    output reg  ew_r    
);
    localparam [1:0] S_NS_G = 2'd0,
                     S_NS_Y = 2'd1,
                     S_EW_G = 2'd2,
                     S_EW_Y = 2'd3;
    reg  [1:0] state, next_state;
    reg  [7:0] phase_cnt;   
    reg [7:0] current_len;
    always @* begin
        case (state)
            S_NS_G: current_len = NS_G_TICKS[7:0];
            S_NS_Y: current_len = NS_Y_TICKS[7:0];
            S_EW_G: current_len = EW_G_TICKS[7:0];
            default: current_len = EW_Y_TICKS[7:0];  
        endcase
    end
    always @* begin
        next_state = state;
        if (tick && (phase_cnt == current_len - 1)) begin
            case (state)
                S_NS_G: next_state = S_NS_Y;
                S_NS_Y: next_state = S_EW_G;
                S_EW_G: next_state = S_EW_Y;
                S_EW_Y: next_state = S_NS_G;
            endcase
        end
    end
    always @(posedge clk) begin
        if (rst) begin
            state     <= S_NS_G;
            phase_cnt <= 8'd0;
        end else begin
            state <= next_state;
            if (tick) begin
                if (phase_cnt == current_len - 1)
                    phase_cnt <= 8'd0;
                else
                    phase_cnt <= phase_cnt + 1'b1;
            end
        end
    end
    always @* begin
        ns_g = 1'b0; ns_y = 1'b0; ns_r = 1'b1;
        ew_g = 1'b0; ew_y = 1'b0; ew_r = 1'b1;
        case (state)
            S_NS_G: begin ns_g = 1'b1; ns_r = 1'b0; ew_r = 1'b1; end
            S_NS_Y: begin ns_y = 1'b1; ns_r = 1'b0; ew_r = 1'b1; end
            S_EW_G: begin ew_g = 1'b1; ew_r = 1'b0; ns_r = 1'b1; end
            S_EW_Y: begin ew_y = 1'b1; ew_r = 1'b0; ns_r = 1'b1; end
        endcase
    end
endmodule
File: flow/run.sh
#!/bin/bash
# OpenROAD 26Q1-2900-gdf79404cd8, Yosys 0.63+post, stock flow scripts
make -C /OpenROAD-flow-scripts/flow DESIGN_CONFIG=/design/flow/config.mk WORK_HOME=/design/flow/orfs finish
==> job_summary.md <==
### Flow metrics

| Metric | Value |
|---|---|
| GP Congestion | 0.825 |
| Slew Limit Fails | 0 |
| Worst Tran Pin Value | 507 ps |
| Total track usage | 3.04% |
| Unique cell types | 20 |
| H-tree levels | 1 |
| Chip height | 90 um |
| # port buffers | 8 |
| Clk slew on worst S/H paths | 50 ps |
| Synth Cell Area | 586 um2 |
| Post-CTS sizing | 0 |
| Yosys stat area | 586 um2 |
| RSZ-0062 raised after global routing | false |
| Final hold vios | 0 |
| WL/cell | 8.03 um |
| Minimum clock period after layout | 1960 ps |
| Synthesized area per cell | 9.15 um2 |
| Chip area | 8100 um2 |
| Setup WS post-layout | 538 ps |
| CTS root buf | clkbuf_8 |
| Core area | 4720 um2 |
| CTS Buffer Depth | 2 |
| Vias per cell | 3.19 |
| Leak | 0.000238 uW |
| WL final | 1120 um |
| Yosys cell count | 64 |
| Initial Util | 12.4% |
| Initial DRC Count | 34 |
| Initial antenna violation count | 0 |
| Post-place setup slack | 480 ps |
| Hold-fix buffers at CTS | 0 |
| Synth Register Bits | 12 |
| TNS Setup | 0 ps |
| Cells after Synth | 64 |
| Site row count | 25 |
| Setup Viol. Count Final | 0 |
| Boundary Pins | 9 |
| # DRC | 0 |
| Maximum clock frequency | 0.510 GHz |
| Max_cap viols | 0 |
| First-pass GRT wire length | 2070 um |
| Startpoint Class | register |
| Total tool warning count | 25 |
| Grt ovf | 0 |
| Status | complete, no violations |
| Hold Path Class | reg2reg |
| Worst Path Max Fanout | 5 |
| Crit end category | output pin |
| Share of cells above drive strength 1 | 6.94% |
| Vias in the first global route | 462 |
| Largest net degree at the start of global routing | 15 |
| Clk sinks | 12 |
| DR vias | 444 |
| Ys Warns | 1 |
| Clock Skews | 7.10 ps |
| Peak supply drop | 154 uV |
| Postcts setup bufs | 0 |
| Worst EP arrival | 1460 ps |
| Crit path required time | 2000 ps |
| Synth Seq Share | 41.0% |
| PD cells | 519 nW/um2 |
| Cts bufs inserted | 3 |
| Slew Limit Headroom | 66.2% |
| Post-DP HPWL | 873 um |
| Antenna viol nets, final | 0 |
| Die width | 90 um |
| DRT Pass-1 Iters | 3 |
| Crit Path Category | reg2out |
| Layout area overhead | 29.7% |
| CTS tree | built |
| Antenna cells | 0 |
| Period utilisation layout | 78.5% |
| Clk ins delay skew pair | 240 ps |
-- where the power goes --
| group | leakage [uW] | switching [uW] | total, uW | internal (uW) |
|---|---|---|---|---|
| clock | 0.0000216 | 63.5 | 169 | 106 |
| combinational | 0.000119 | 10.5 | 23.9 | 13.4 |
| sequential | 0.0000971 | 5.53 | 201 | 196 |
-- cells in the mapped netlist --
master    number  area (um2)
mux2i_1        5        50.1
nor2_1         5        18.8
xnor2_1        4        35.0
or2_2          1        6.26
nand4_1        3        18.8
o21ai_1        1        5.00
or4b_1         1        10.0
clkbuf_1       2        7.51
xor2_1         3        26.3
dfxtp_1       12         240
o21ai_0        1        5.00
buf_6          1        11.3
and3_1         1        6.26
nand2_1        4        15.0
inv_1          1        3.75
nor4b_1        1        8.76
nor3_1        12        60.1
buf_12         1        20.0
ha_1           1        12.5
nand2b_1       4        25.0
-- cell usage in the layout (no fill, tap or decap) --
master	instances
and3_1	1
buf_4	1
clkbuf_8	3
clkdlybuf4s50_1	8
dfxtp_1	12
ha_1	1
inv_1	1
mux2i_1	5
nand2_1	4
nand2b_1	4
nand4_1	3
nor2_1	5
nor3_1	12
nor4b_1	1
o21ai_0	1
o21ai_1	1
or2_2	1
or4b_1	1
xnor2_1	4
xor2_1	3
-- worst paths after layout --
kind         slack [ps]  endpoint  cells past startpoint          from
max                 540      ns_g                      3      state[1]
min                 530  state[2]                      2      state[0]
max reg2reg         750  state[3]                      4  phase_cnt[0]
min reg2reg         530  state[2]                      2      state[0]
-- through the flow --
stage / instances / total power, uW / hold WS (ps) / area, um2 / util [%]
6_report: 139 / 394 / 533 / 759 / 16.1
5_1_grt: 139 / 420 / 569 / 759 / 16.1
4_1_cts: 139 / 402 / 539 / 759 / 16.1
3_5_place_dp: 136 / 229 / 525 / 718 / 15.2
3_3_place_gp: 136 / 229 / 525 / 718 / 15.2
2_1_floorplan: 64 / 221 / 481 / 586 / -
-- worst max-delay path: stages (launching register included) --
cell	delay (ps)
dfxtp_1	340
or2_2	320
nor2_1	90
clkdlybuf4s50_1	470
-- logic make-up (layout without fill, tap and decap cells) --
| group | after synthesis | in the layout | share of synthesized area, % |
|---|---|---|---|
| simple gates | 32 | 32 | 28.8 |
| xor+xnor | 7 | 7 | 10.5 |
| mux | 5 | 5 | 8.55 |
| fa+ha+maj | 1 | 1 | 2.14 |
| compound gates | 2 | 2 | 1.71 |
| flops | 12 | 12 | 41.0 |
| buf+inv | 5 | 13 | 7.26 |
-- cell type report --
cell class | count | area, um2
multi-input combinational | 47 | 303
inverter | 1 | 3.75
timing repair buffer | 9 | 87.6
fill | 533 | 3960
tap | 67 | 83.8
clock buffer | 3 | 41.3
sequential | 12 | 240
-- layer usage --
metal / vias to the layer above / wire length [um] / track usage [%]
met5: - / 0 / 0
met4: 0 / 14 / 0.398
met3: 2 / 65 / 1.51
met2: 4 / 584 / 5.69
met1: 202 / 451 / 2.99
li1: 236 / - / -
-- flip-flops by register name (all words and copies together) (netlist names) --
| signal | flops |
|---|---|
| phase_cnt | 8 |
| state | 4 |
No activity file was given, so power comes from the tool's default toggle rates.
