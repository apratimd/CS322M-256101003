### design/flow/design.v
module link_top(
    input  wire clk,
    input  wire rst,
    output wire done
);
    wire       req, ack;
    wire [7:0] data;
    wire [7:0] last_byte;  
    master_fsm u_master (
        .clk (clk),
        .rst (rst),
        .ack (ack),
        .req (req),
        .data(data),
        .done(done)
    );
    slave_fsm u_slave (
        .clk      (clk),
        .rst      (rst),
        .req      (req),
        .data_in  (data),
        .ack      (ack),
        .last_byte(last_byte)
    );
endmodule
module master_fsm(
    input  wire       clk,
    input  wire       rst,    
    input  wire       ack,    
    output reg        req,    
    output reg [7:0]  data,   
    output reg        done    
);
    reg [7:0] rom [0:3];
    initial begin
        rom[0] = 8'hA0;
        rom[1] = 8'hA1;
        rom[2] = 8'hA2;
        rom[3] = 8'hA3;
    end
    localparam S_IDLE        = 3'd0,
               S_DRIVE       = 3'd1,
               S_WAIT_ACK_HI = 3'd2,
               S_DROP_REQ    = 3'd3,
               S_WAIT_ACK_LO = 3'd4,
               S_NEXT_BYTE   = 3'd5,
               S_DONE        = 3'd6;
    reg [2:0] state;
    reg [1:0] idx;   
    always @(posedge clk) begin
        if (rst) begin
            state <= S_IDLE;
            idx   <= 2'd0;
            req   <= 1'b0;
            data  <= 8'h00;
            done  <= 1'b0;
        end else begin
            done <= 1'b0;   
            case (state)
                S_IDLE: begin
                    idx  <= 2'd0;
                    data <= rom[0];
                    req  <= 1'b0;
                    state <= S_DRIVE;
                end
                S_DRIVE: begin
                    data <= rom[idx];
                    req  <= 1'b1;
                    state <= S_WAIT_ACK_HI;
                end
                S_WAIT_ACK_HI: begin
                    if (ack) state <= S_DROP_REQ;
                end
                S_DROP_REQ: begin
                    req   <= 1'b0;
                    state <= S_WAIT_ACK_LO;
                end
                S_WAIT_ACK_LO: begin
                    if (!ack) begin
                        if (idx == 2'd3) state <= S_DONE;
                        else             state <= S_NEXT_BYTE;
                    end
                end
                S_NEXT_BYTE: begin
                    idx  <= idx + 2'd1;
                    data <= rom[idx + 2'd1];
                    state <= S_DRIVE;
                end
                S_DONE: begin
                    done  <= 1'b1;
                    state <= S_IDLE;
                end
                default: state <= S_IDLE;
            endcase
        end
    end
endmodule
module slave_fsm(
    input  wire       clk,
    input  wire       rst,        
    input  wire       req,        
    input  wire [7:0] data_in,    
    output reg        ack,        
    output reg [7:0]  last_byte   
);
    reg req_d;            
    reg        ack_act;   
    reg [1:0]  hold;      
    always @(posedge clk) begin
        if (rst) begin
            req_d     <= 1'b0;
            ack_act   <= 1'b0;
            hold      <= 2'd0;
            ack       <= 1'b0;
            last_byte <= 8'h00;
        end else begin
            req_d <= req;
            if (req && !req_d) begin
                last_byte <= data_in;
                ack_act   <= 1'b1;
                hold      <= 2'd2;
            end
            if (ack_act && (hold != 2'd0)) begin
                hold <= hold - 2'd1;
            end
            if (ack_act && (hold == 2'd0) && !req) begin
                ack_act <= 1'b0;
            end
            ack <= ack_act;
        end
    end
endmodule
### design/flow/run.sh
#!/bin/bash
# OpenROAD 26Q1-2900-gdf79404cd8, Yosys 0.63+post, stock flow scripts
make -C /OpenROAD-flow-scripts/flow DESIGN_CONFIG=/design/flow/config.mk WORK_HOME=/design/flow/orfs finish
### design/flow/config.mk
export PLATFORM = sky130hd
export DESIGN_NAME = link_top
export DESIGN_NICKNAME = link_top
export VERILOG_FILES = /design/flow/design.v
export SDC_FILE = /design/flow/constraint.sdc
export NUM_CORES = 4
export LEC_CHECK = 1
export CORE_AREA = 10 10 70 70
export DIE_AREA = 0 0 80 80
### design/flow/constraint.sdc
current_design link_top

set clk_period 1.3
set clk_io_pct 0.2

create_clock -name clk0 -period $clk_period [get_ports {clk}]

set non_clock_inputs [all_inputs -no_clocks]
set_input_delay [expr $clk_period * $clk_io_pct] -clock clk0 $non_clock_inputs
set_output_delay [expr $clk_period * $clk_io_pct] -clock clk0 [all_outputs]
==> results.toml <==
# physical design summary
[place]
hpwl_um = 609.3
gp_congestion = 0.7293
place_ws_ns = 0.05238
dp.cells = 103
portBuffers = 2

[hold_path]
hold-path-cell-count = 1
min_from = "u_master.state[6]$_DFF_P_"
hold_end = "u_master.req$_SDFFE_PP0P_"
hold_class = "flip-flop to flip-flop"

[clocking]
numCtsBuffers = 3
clock_latency_ns = 0.28
clockBufferDepth = 2
hold_buffers = 0
path_clk_slew_ns = 0.09
clockRootBuffer = "clkbuf_4"
cts_tree = "yes"
cts.sink_count = 16
htreeDepth = 1

[critical_path]
cp.depth = 5
path_max_fanout = 3
critPathSlowestCell = "dfxtp_1"
path_cells = "inv_1, ha_1, nor2b_4, nor3_1, o21ba_1"
cp-end-kind = "flip-flop"
crit_start = "u_slave.hold[0]$_SDFFE_PP0P_"
arrival_ns = 1.27
rrSetupSlack_ns = 0.20
critPathTopFamily = "flip-flops"
max_stage_delay_ns = 0.34
reg2reg_depth = 5
r2r_start = "u_slave.hold[0]$_SDFFE_PP0P_"
cp_num_buf_inv = 1
reg2reg_to = "u_slave.hold[0]$_SDFFE_PP0P_"
worstSetupPathType = "flip-flop to flip-flop"
crit_required_ns = 1.48
critPathLaunchType = "flip-flop"

[power]
combPwrFrac_pct = 4.1
leakage_nw = 0.2580
max-vdd-ir-drop_mv = 0.2189
pwr-share-clk_pct = 37.0
power.switching_mw = 0.1735
p_int_mw = 0.6888
power_frac_seq_pct = 58.9
power_mw = 0.8623
p_sw_share_pct = 20.12
p_per_area_nw_per_um2 = 1260

[grt]
antenna_found_initial = 0
grt_pass1_vias = 369
grt_max_degree = 10
grt_pass1_wl_um = 1497
overflow = 0
grt_use_total_pct = 2.809

[sta]
final-hold-violation-count = 0
clock_skew_ns = 0.007649
finalCritPeriodShare_pct = 84.25
report.final.slew_viol_count = 0
fmax_ghz = 0.9130
rsz0062_at_grt = "false"
tns_ns = 0
finalCriticalPeriod_ns = 1.095
tightest_slew_ns = 0.2791
slew_headroom_pct = 81.13
setup_viol = 0
fin_ws_ns = 0.2047

[yosys]
ys_ff = 16
postSynthSeqShare_pct = 56.39
ys_cells = 54
yosysUniqueCellTypes = 21
yosys_area_um2 = 568.0
synth_cells = 54
yosysWarnings = 2
syn_area_per_cell_um2 = 10.52
netlist_area_um2 = 568.0

[layout]
final_util_pct = 20.04
drive_gt1_share_pct = 14.75
area.growth.synth_to_final_pct = 20.48
instances_no_fill = 107

[die]
std_cell_rows = 21
pin_count = 3
die_h_um = 80
fp_util_pct = 16.63
dieArea_um2 = 6400
die_width_um = 80
core_um2 = 3416

[detailed_routing]
wirelength_um = 809
ant_nets = 0
drc = 0
num_vias = 365
vias_per_cell = 3.411
dr.pass1.iters = 4
wl_per_cell_um = 7.561
drtIter0Drc = 47
num_antenna_cells = 0

[job]
drv_cap = 0
tool_warnings = 25

[outcome]
status = "finished clean"
[cell usage after synthesis (all sizes together)]
| library cell | number | area [µm²] |
|---|---|---|
| nor2 | 9 | 33.78 |
| inv | 4 | 15.01 |
| nor3 | 2 | 10.01 |
| or2 | 1 | 6.260 |
| nand2 | 1 | 3.750 |
| nor4b | 1 | 8.760 |
| ha | 2 | 25.02 |
| and2b | 1 | 7.510 |
| nand2b | 1 | 6.260 |
| o21ai | 1 | 5.000 |
| mux2i | 1 | 10.01 |
| o21ba | 1 | 10.01 |
| nor2b | 4 | 32.53 |
| a211oi | 1 | 12.51 |
| buf | 1 | 11.26 |
| nor4 | 1 | 12.51 |
| nor4bb | 1 | 10.01 |
| dfxtp | 16 | 320.3 |
| nor3b | 1 | 7.510 |
| a21oi | 4 | 20.02 |
[cell usage in the layout, fill, tap and decap left out, drive strengths merged, types with 2 or more instances in the layout]
cell	netlist	final
nor2b	4	4
buf	1	2
dfxtp	16	16
clkbuf	0	4
inv	4	4
a21oi	4	4
nor3	2	2
nor2	9	9
ha	2	2
[registers in the layout (all words and copies together), names as in the netlist]
register and cells:
u_slave.ack 1, u_slave.hold 2, u_slave.ack_act 1, u_master.req 1, u_master.done 1, u_master.idx 2
u_master.state 7, u_slave.req_d 1
[power by group through the flow]
stage                 Clock, mW  Sequential, mW  Combinational [mW]
after CTS                 0.332           0.508              0.0361
final                     0.319           0.508              0.0357
after global routing      0.348           0.509              0.0408
[how the worst max path moves through the flow]
stage | to | slack (ns)
4_1_cts | u_slave.hold[0]$_SDFFE_PP0P_ | 0.19
5_1_grt | u_slave.hold[0]$_SDFFE_PP0P_ | 0.13
6_report | u_slave.hold[0]$_SDFFE_PP0P_ | 0.20
[final cells by class]
class / count / area (µm²)
fill: 373 / 2731
sequential: 16 / 320.3
multi-input combinational: 33 / 221.5
tap: 46 / 57.56
clock buffer: 4 / 36.28
timing repair buffer: 4 / 33.78
inverter: 4 / 15.01
[per-layer routing]
layer  vias up  global-route usage [%]  part of all wire, %
li1        193                       -                    -
met1       166                   3.772                   48
met2         4                   3.933                   43
met3         2                   1.250                  6.7
met4         0                  0.8803                  1.9
met5         -                       0                    0
[through the flow]
step | hold slack [ns] | instance area, µm²
floorplan | 0.3316 | 568.0
global placement | 0.4190 | 649.4
detailed placement | 0.4253 | 649.4
CTS | 0.4454 | 684.4
global route | 0.4595 | 684.4
finish | 0.4410 | 684.4
[repair_timing]
item / 4_1_cts / 5_1_grt
endpoints found under the hold margin: 0 / 0
gates resized: 1 / 0
setup buffers: 0 / 0
endpoints found under the setup margin: 1 / 0
[kinds of logic after synthesis]
kind of cell | count (synthesis) | share of synthesized area, %
buf+inv | 5 | 4.625
simple gates | 23 | 24.45
mux | 1 | 1.762
flops | 16 | 56.39
fa+ha+maj | 2 | 4.405
compound gates | 7 | 8.369
Power is estimated from default activity; no workload was simulated.
